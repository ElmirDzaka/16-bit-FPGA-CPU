==> design.v <==
module decoderFSM(clk, in, reset, immediate, enable, opcode, control1, control2, imm_control, buff_en, en_pc, pc_mux_en);  
	input  clk;
	input       [15:0] in;
	reg        [7:0] copcode;
	reg        [7:0] copcode2;
	reg        [3:0] rdst;
	reg        [3:0] rsrc;
	reg        [3:0] rdst2;
	reg        [3:0] rsrc2;
	input      reset;
	output reg [15:0] immediate;
	output reg [15:0]enable;
	output reg [7:0]opcode;
   output reg [4:0]control1;
   output reg [4:0]control2;
   output reg imm_control;
	output reg buff_en;
	output reg en_pc;
	output reg pc_mux_en;
   reg [3:0] ps, ns; 
   parameter [3:0] s0  = 4'b0000;
   parameter [3:0] s1  = 4'b0001;
   parameter [3:0] s2  = 4'b0010;
   parameter [3:0] s3  = 4'b0011;
   parameter [3:0] s4  = 4'b0100;
	parameter [3:0] s5  = 4'b0101;
    always @ (negedge clk) begin
        ps <= ns;
    end
    always@(posedge clk, negedge reset) begin
		if(reset == 0) begin    
			ns = s0;
		end
		else begin
        case(ps)
           s0: begin
					  ns <= s1;   
					  copcode2 <= in [15:8];
						rdst2 = in[7:4];
						rsrc2 = in[3:0];
						end
			  s1: begin
			  				case(copcode2)
						8'b00000101 : ns = s2;
						8'b00000110 : ns = s2;
						8'b00000111 : ns = s2;
						8'b00001001 : ns = s2;
						8'b00001011 : ns = s2;
						8'b00000001 : ns = s2;
						8'b00000010 : ns = s2;
						8'b00000011 : ns = s2;
						8'b10000100 : ns = s2;
						8'b00001000 : ns = s2;
						8'b00001100 : ns = s2;
						8'b00001111 : ns = s2;
						8'b00000100 : ns = s2;				
				endcase
				end
			  s2: ns <= s3;
			  s3: ns <= s4;
			  s4: ns <= s5;
			  s5: ns <= s5;
           default: ns <= s0;
        endcase
		end
    end
	always @(ps) begin  
		case(ps)
			s0: begin
				copcode <= in [15:8];
				rdst = in[7:4];
				rsrc = in[3:0];
				en_pc       = 0;
				pc_mux_en   = 0;
				immediate   = 16'b0000000000000000; 
				enable      = 0;              
            opcode      = 0; 
				control1    = 0;
            control2    = 0; 
            imm_control = 0;                    
            buff_en     = 0; 
			end
			s1: begin
			end
			s2: begin
				en_pc       = 0;
            pc_mux_en   = 0;
            immediate   = 16'b0000000000000000; 
            if(copcode == 8'b00001011) begin
					enable = 16'bx;
				end 
				else begin 
					enable      = rdst; 
				end 
            opcode      = copcode; 
            control1    = rdst + 1;
            control2    = rsrc + 1; 
            imm_control = 0;
            buff_en     = 1;
		   end
		endcase
	end	
endmodule 
==> run.sh <==
#!/bin/bash
# OpenROAD 26Q1-2900-gdf79404cd8, Yosys 0.63+post, stock flow scripts
make -C /OpenROAD-flow-scripts/flow DESIGN_CONFIG=/design/flow/config.mk WORK_HOME=/design/flow/orfs finish
==> config.mk <==
export PLATFORM = sky130hd
export DESIGN_NAME = decoderFSM
export DESIGN_NICKNAME = decoderFSM
export VERILOG_FILES = /design/flow/design.v
export SDC_FILE = /design/flow/constraint.sdc
export NUM_CORES = 4
export LEC_CHECK = 1
export CORE_AREA = 10 10 98 98
export DIE_AREA = 0 0 108 108
==> constraint.sdc <==
current_design decoderFSM

set clk_period 2.7
set clk_io_pct 0.2

create_clock -name clk0 -period $clk_period [get_ports {clk}]

set non_clock_inputs [all_inputs -no_clocks]
set_input_delay [expr $clk_period * $clk_io_pct] -clock clk0 $non_clock_inputs
set_output_delay [expr $clk_period * $clk_io_pct] -clock clk0 [all_outputs]
==> flow_summary.yaml <==
# implementation run metrics
final_timing:
  rsz0062_at_grt: "no"
  slew_viol_final: 0
  unclocked_pins: 39
  fin_skew_ns: 0.0656
  hold_viol: 0
  untimed_endpoints: 62
  finalSetupTns_ns: 0
  setup_viol: 0
floorplan:
  core_sq_um: 7650
  die_w_um: 108
  rows: 32
  chip_area_sq_um: 11700
  fp.dieH_um: 108
  io_pins: 72
  initial_core_util_pct: 20.5
routing:
  diodes: 0
  wirelength_um: 3200
  drc: 0
  routed-via-count: 996
  wl_per_cell_um: 10.7
  initialDrtViolationCount: 24
  antenna_left: 0
  viasPerCell: 3.34
  drtPass1Iterations: 3
logic_synthesis:
  top_area_share_pct: 37.4
  ys_top_cells_by_count: "dlxtn_1 (39), buf_4 (31), and3_1 (15)"
  topCellsByArea: "dlxtn_1 (37%), edfxtp_1 (15%), buf_4 (15%)"
  syn_area_sq_um: 1570
  synthTopLogicFamily: "buffers and inverters"
  ys_area_sq_um: 1570
  ff_type: "dlxtn_1"
  ys_cells: 149
  postSynthAreaPerCell_sq_um: 10.5
  syn_inst: 149
  yosysUniqueCellTypes: 26
  edf_count: 8
  yosysMostFrequentCell: "dlxtn_1"
  simple_gate_share_pct: 13.7
  xor_share_pct: 2.80
  aoi_share_pct: 3.60
  synth.mux.area_fraction_pct: 0
  adder_share_pct: 1.60
  yosysTopAreaCell: "dlxtn_1"
  yosysWarnings: 1
  synth.ff_latch_count: 53
  ys_async_sr_fraction_pct: 5.66
global_route:
  grt_antenna_before_repair: 0
  grt_max_degree: 24
  grt_pass1_wl_um: 4920
  grt_usage_pct: 5.24
  grt_pass1_vias: 1061
  grt_overflow: 0
worst_setup_path:
  path_delay_family: "simple AND/OR/NAND/NOR gates"
  path_cells: "or3_4 -> nor2_4"
  cp.arrival_ns: 2.56
  cp_num_buf_inv: 0
  worstSetupPathType: "reg -> reg"
  cpMaxStageDelayCell: "or3_4"
  slowest_delay_ns: 0.39
  rrSetupSlack_ns: 0.07
  crit_required_ns: 2.62
  start_kind: "register"
  critical_path.max_fanout: 8
  cp-end-kind: "register"
clocking:
  h-tree-depth: 1
  cts_setup_buffers: 0
  cts_made_buffers: 3
  cts_root_buf: "clkbuf_8"
  clk_path_buf_depth: 2
  clock.latency.late_pin_ns: 0.30
  cts_resized: 0
  holdBufCountCts: 0
  clkTransAtPathRegs_ns: 0.05
  cts_tree: "built"
pwr:
  p_per_area_nw_per_um2: 225
  ir_drop_uv: 103
  p_leak_uw: 0.000920
  power_uw: 464
final_layout:
  drive_gt1_share_pct: 6.63
  syn_to_final_growth_pct: 31.8
placed_design:
  gp_congestion: 0.810
  place_hpwl_um: 2730
  io_buffers: 40
job:
  warnings: 28
  cap_violations: 0
run_status:
  run_status: "finished clean"
min_path:
  hp-class: "in -> async"
logic make-up after synthesis:
group	after synthesis
DFF	14
other	1
and+or+nand+nor	42
xor gates and xnor gates	5
AOI/OAI and AO/OA	8
latches	39
adders and majority gates	2
buffers and inverters	38
flip-flops by register name (all words and copies together), names as in the netlist:
signal,flops
rsrc,4
opcode,8
copcode,8
enable,4
ps,3
rdst,4
buff_en,1
copcode2,8
ns,3
control1,5
control2,5
final timing paths:
kind	startpoint	cells after the start	endpoint
worst max register to register	ps[0]$_DFF_N_	2	copcode2[4]$_DFFE_PP_
worst min register to register	ns[2]$_DFFE_PN0P_	2	ns[2]$_DFFE_PN0P_
min in group clk0	ns[2]$_DFFE_PN0P_	2	ns[2]$_DFFE_PN0P_
worst max-delay path	ps[0]$_DFF_N_	2	copcode2[4]$_DFFE_PP_
max in group asynchronous	reset	1	ns[0]$_DFFE_PN0P_
worst min-delay path	reset	1	ns[1]$_DFFE_PN0P_
cells in the final DEF (no fill, tap or decap):
master,Yosys,final
or3_4,0,1
nor2_2,1,1
nor2_1,12,11
dfrtp_1,3,3
nand3_1,4,4
inv_1,4,6
dfxtp_1,3,3
ha_1,2,2
edfxtp_1,8,8
nor2b_1,1,1
xor2_1,2,2
clkdlybuf4s50_1,0,40
o21a_1,2,2
a21oi_2,1,1
clkbuf_1,2,1
nor3_1,2,2
nor4_1,1,1
dlxtn_1,39,39
or3_1,2,1
o31ai_2,1,1
buf_4,31,5
o21ai_1,1,1
xnor2_1,3,3
nor2_4,0,1
and3_1,15,15
nand2_1,4,4
conb_1,1,31
clkbuf_8,0,3
o21ai_0,3,3
where the power goes:
| part | total (uW) | leakage, uW | internal (uW) | switching [uW] |
|---|---|---|---|---|
| Sequential | 247 | 0.000433 | 242 | 5.58 |
| Clock | 176 | 0.0000387 | 109 | 67.0 |
| Combinational | 40.1 | 0.000448 | 26.6 | 13.5 |
stage by stage:
| step | hold WS (ns) | cell area, sq um | util (%) | setup slack, ns | cells |
|---|---|---|---|---|---|
| 2_1_floorplan | 0.244 | 1690 | - | 0.0956 | 179 |
| 3_3_place_gp | 0.534 | 2010 | 26.3 | 0.132 | 292 |
| 3_5_place_dp | 0.528 | 2010 | 26.3 | 0.128 | 292 |
| 4_1_cts | 0.507 | 2060 | 27.0 | 0.0663 | 298 |
| 5_1_grt | 0.517 | 2060 | 27.0 | 0.0241 | 298 |
| 6_report | 0.507 | 2060 | 27.0 | 0.0666 | 298 |
area by class of cell:
type | count | area, sq um
multi-input combinational | 88 | 469
timing repair buffer | 45 | 438
fill | 802 | 5580
inverter | 3 | 11.3
tap | 102 | 128
sequential | 53 | 961
clock inverter | 3 | 11.3
clock buffer | 4 | 45.0
metal layers:
metal / track usage (%) / up-vias / wire length, um
met5: 0 / - / 0
met4: 0.573 / 0 / 15
met3: 2.17 / 2 / 370
met2: 8.41 / 52 / 1360
met1: 6.73 / 425 / 1450
li1: - / 517 / -
Power and IR drop assume default switching activity.

==> flow/design.v <==
module fsm_decoder(in, out, reset, clk, immediate, enable, opcode, control1, control2, imm_control, buff_en, en_pc, pc_mux_en, type);
	input       [15:0] in;
	output reg [15:0] out;
	reg        [7:0] copcode;  
	reg        [3:0] rdst;
	reg        [3:0] rsrc;
	input      reset;
	input		  clk;
	output reg [15:0] immediate;
	output reg [15:0]enable;
	output reg [7:0]opcode;
   output reg [4:0]control1;
   output reg [4:0]control2;
   output reg imm_control;
	output reg buff_en;
	output reg en_pc;
	output reg pc_mux_en;
	output reg type;
   reg [3:0] ps, ns; 
   parameter [3:0] s0  = 4'b0000;
   parameter [3:0] s1  = 4'b0001;
   parameter [3:0] s2  = 4'b0010;
   parameter [3:0] s3  = 4'b0011;
   parameter [3:0] s4  = 4'b0100;
	parameter [3:0] s5  = 4'b0101;
    always @ (negedge clk) begin
        ps <= ns;
    end
    always@(posedge clk, negedge reset) begin
		if(reset == 0) begin    
			ns = s0;
		end
		else begin
        case(ps)
           s0: ns <= s1;   
			  s1: ns <= s2;
			  s2: ns <= s3;
			  s3: ns <= s4;
			  s4: ns <= s5;
			  s5: ns <= s5;
           default: ns <= s0;
        endcase
		end
    end
    always@ (ps) begin
        case(ps)
            s0: begin  
                    en_pc = 0;
						  pc_mux_en = 0;
						  enable = 0;
						  control1 = 5'bx;
						  control2 = 5'bx;
						  opcode = 0;
						  type = 1'bx;
						  immediate = 16'bx;	
						  imm_control = 1'bx;
						  buff_en = 1'bx;
                end
            s1: begin  
                end
            s2: begin  
                    immediate   = 16'b0000000000000001; 
                    enable      = 16'b0000000000000100; 
                    opcode      = 8'b00000101;                     
                    control1    = 5'b00001; 
                    control2    = 5'b00010; 
                    imm_control = 0;                    
                    buff_en     = 1;    
                end
            s3: begin  
                    immediate   = 0; 
                    enable      = 16'b0000000000001000; 
                    opcode      = 8'b00000101;                     
                    control1    = 5'b00010;  
                    control2    = 5'b00011;  
                    imm_control = 0;                    
                    buff_en     = 1;    
                end
				s4: begin  
                    immediate   = 0; 
                    enable      = 16'b0000000000010000; 
                    opcode      = 8'b00000101;                     
                    control1    = 5'b00011; 
                    control2    = 5'b00100; 
                    imm_control = 0;                    
                    buff_en     = 1;    
                end
				s5: begin  
                    immediate   = 0; 
                    enable      = 16'b0000000000100000; 
                    opcode      = 8'b00000101;                     
                    control1    = 5'b00100; 
                    control2    = 5'b00101; 
                    imm_control = 0;                    
                    buff_en     = 1;    
                end
        endcase
    end
endmodule
==> flow/run.sh <==
#!/bin/bash
# OpenROAD 26Q1-2900-gdf79404cd8, Yosys 0.63+post, stock flow scripts
make -C /OpenROAD-flow-scripts/flow DESIGN_CONFIG=/design/flow/config.mk WORK_HOME=/design/flow/orfs finish
==> flow/config.mk <==
export PLATFORM = sky130hd
export DESIGN_NAME = fsm_decoder
export DESIGN_NICKNAME = fsm_decoder
export VERILOG_FILES = /design/flow/design.v
export SDC_FILE = /design/flow/constraint.sdc
export NUM_CORES = 4
export LEC_CHECK = 1
export CORE_AREA = 10 10 70 70
export DIE_AREA = 0 0 80 80
==> flow/constraint.sdc <==
current_design fsm_decoder

set clk_period 1.9
set clk_io_pct 0.2

create_clock -name clk0 -period $clk_period [get_ports {clk}]

set non_clock_inputs [all_inputs -no_clocks]
set_input_delay [expr $clk_period * $clk_io_pct] -clock clk0 $non_clock_inputs
set_output_delay [expr $clk_period * $clk_io_pct] -clock clk0 [all_outputs]
==> node_exporter_impl.prom <==
# HELP chip_impl_metric Synthesis and place-and-route metrics
# TYPE chip_impl_metric gauge
chip_impl_info{name="status",value="complete, no violations"} 1
chip_impl_metric{name="dieArea",unit="mm^2"} 0.00640
chip_impl_metric{name="gp_congestion",unit=""} 0.678
chip_impl_metric{name="finalHoldViolations",unit=""} 0
chip_impl_metric{name="drtIter0Drc",unit=""} 24
chip_impl_metric{name="grt_pass1_vias",unit=""} 531
chip_impl_metric{name="openroad.warnings",unit=""} 44
chip_impl_metric{name="die_y",unit="um"} 80
chip_impl_metric{name="count_of_standard_cell_rows",unit=""} 21
chip_impl_metric{name="netlist_instances",unit=""} 101
chip_impl_metric{name="p_clk_frac",unit=""} 0.522
chip_impl_metric{name="route.final.wire_length",unit="um"} 1530
chip_impl_info{name="worst_hold_path_type",value="input pin to asynchronous set/reset pin"} 1
chip_impl_metric{name="grt_first_pass_wirelength",unit="um"} 2220
chip_impl_metric{name="grt.total_usage",unit=""} 0.0416
chip_impl_metric{name="dp_hpwl",unit="um"} 1380
chip_impl_metric{name="drt_drc_violations_left",unit=""} 0
chip_impl_info{name="tritoncts",value="done"} 1
chip_impl_metric{name="synthesis.yosys.warnings",unit=""} 17
chip_impl_metric{name="detailed_place.area",unit="um^2"} 892
chip_impl_metric{name="max-clock-path-buffers",unit=""} 2
chip_impl_metric{name="routed-via-count",unit=""} 458
chip_impl_metric{name="detailedRoute.firstPassIterationCount",unit=""} 4
chip_impl_metric{name="cellPowerDensity",unit="mW/mm^2"} 313
chip_impl_info{name="critPathCaptureType",value="flip-flop"} 1
chip_impl_metric{name="data_required_time_at_the_worst_endpoint",unit="ps"} 2030
chip_impl_metric{name="vias_per_cell",unit=""} 2.76
chip_impl_info{name="most_common_logic_cells_in_the_final_layout",value="58 x conb_1, 14 x clkdlybuf4s50_1, 11 x dlxtn_1, 4 x inv_1, 4 x buf_4"} 1
chip_impl_metric{name="detail_route.antenna_diodes",unit=""} 0
chip_impl_metric{name="die_width",unit="um"} 80
chip_impl_metric{name="yosys_area",unit="um^2"} 895
chip_impl_info{name="cts_root_buf",value="clkbuf_4"} 1
chip_impl_metric{name="syn-mean-instance-area",unit="um^2"} 8.86
chip_impl_info{name="layout_top_cell_excl_fill_tap",value="conb_1"} 1
chip_impl_metric{name="buffer_ports.inserted",unit=""} 14
chip_impl_metric{name="ant_nets",unit=""} 0
chip_impl_metric{name="unconstrained_endpoints",unit=""} 24
chip_impl_metric{name="path_max_fanout",unit=""} 6
chip_impl_metric{name="coreArea",unit="mm^2"} 0.00342
chip_impl_metric{name="max-cap-violations",unit=""} 0
chip_impl_metric{name="area_delta_synth_final",unit="%"} 3.64
chip_impl_metric{name="synthDistinctLibCells",unit=""} 19
chip_impl_metric{name="vdd_ir_drop_max",unit="mV"} 0.155
chip_impl_metric{name="grt_max_degree",unit=""} 12
chip_impl_metric{name="p_int",unit="W"} 0.000218
chip_impl_metric{name="ys_ff",unit=""} 17
chip_impl_metric{name="p_seq_frac",unit=""} 0.440
chip_impl_metric{name="drive_above_1_share",unit=""} 0.108
chip_impl_info{name="worstSetupStartpointType",value="flip-flop"} 1
chip_impl_info{name="grt_setup_unrepaired",value="false"} 1
chip_impl_metric{name="floorplanUtilization",unit=""} 0.262
chip_impl_metric{name="flop_area",unit="um^2"} 302
chip_impl_metric{name="detail_route.wl_per_cell",unit="um"} 9.23
chip_impl_metric{name="fin_area",unit="um^2"} 927
chip_impl_metric{name="setup_viol_count_final",unit=""} 0
chip_impl_metric{name="sw_frac_of_total",unit=""} 0.249
chip_impl_metric{name="clock_latency",unit="ps"} 300
chip_impl_metric{name="net_switching_power_figure",unit="W"} 0.0000720
chip_impl_metric{name="htree_num_levels",unit=""} 1
chip_impl_metric{name="syn-cell-area",unit="um^2"} 895
chip_impl_metric{name="grt-ovfl-total",unit=""} 0
chip_impl_metric{name="n_fill_cell",unit=""} 379
chip_impl_metric{name="cp.arrival",unit="ps"} 1950
chip_impl_metric{name="ioPinCount",unit=""} 89
chip_impl_metric{name="cts-buffers-inserted",unit=""} 3
chip_impl_info{name="critical_path_class",value="flip-flop to flip-flop"} 1
chip_impl_metric{name="leakage",unit="nW"} 0.511
chip_impl_metric{name="unclocked_pins",unit=""} 11
chip_impl_metric{name="initial_antenna_violation_count",unit=""} 0
chip_impl_metric{name="timing.final.max_slew_violations",unit=""} 0
chip_impl_metric{name="combPwrFrac",unit=""} 0.037
chip_impl_metric{name="cts.hold.buffers_added",unit=""} 0
chip_impl_metric{name="mi_logic_area",unit="um^2"} 333
chip_impl_metric{name="setup_total_negative_slack",unit="ps"} 0
chip_impl_metric{name="path_clk_slew",unit="ps"} 50
chip_impl_metric{name="finalClockSkew",unit="ps"} 59.8
chip_impl_metric{name="ys_cells",unit=""} 101
power by group through the flow:
stage,Sequential (W),Clock [W],Combinational (W)
4_1_cts,0.000128,0.000160,0.0000142
5_1_grt,0.000127,0.000179,0.0000163
6_report,0.000128,0.000151,0.0000109
cell usage after synthesis:
cell      count  area, um^2
nor3b_1       1        7.51
dfrtp_1       3        75.1
o21ai_0       1        5.00
nor2_1        3        11.3
buf_4        60         450
nand2_1       3        11.3
nor2b_4       1        13.8
buf_2         2        10.0
inv_1         2        7.51
xor2_2        1        16.3
dlxtn_1      11         165
nand3b_1      1        7.51
dfxtp_1       3        60.1
o21ai_2       1        8.76
nand2b_1      1        6.26
inv_2         1        3.75
xnor2_1       1        8.76
and2_1        3        18.8
conb_1        2        7.51
layout make-up:
class | count | area share
multi-input cells | 75 | 0.359
flip-flops and latches | 17 | 0.325
repair buffers | 19 | 0.205
well taps | 46 | 0.0621
clock buffers | 4 | 0.0283
clock inverters | 3 | 0.0121
inverters | 2 | 0.00810
timing repair:
| item | CTS | global route |
|---|---|---|
| setup buffers | 0 | 0 |
| gates resized | 0 | 1 |
| setup endpoints to repair | 0 | 2 |
kinds of logic (layout without fill, tap and decap cells):
logic type	count (synthesis)	count (layout)	synth area share
other	2	58	0.00839
AND-OR/OR-AND	2	2	0.0154
latches	11	11	0.185
AND/OR/NAND/NOR	13	13	0.0853
buffers and inverters	65	28	0.527
XOR/XNOR	2	2	0.0280
flip-flops	6	6	0.151
final timing paths:
| kind | start | to | slack (ps) | cells past startpoint |
|---|---|---|---|---|
| worst max-delay path | ps[0] | ns[0] | 80 | 2 |
| worst min-delay path | reset | ns[1] | 320 | 1 |
| worst max register to register | ps[0] | ns[0] | 80 | 2 |
| worst min register to register | ns[2] | ps[2] | 1230 | 0 |
| max in group asynchronous | reset | ns[0] | 1440 | 1 |
| min in group clk0 | ns[2] | ps[2] | 1230 | 0 |
critical path, cell delays in order, from the launching register on:
cell	delay, ps
dfxtp_1	450
nand2b_1	100
and2_1	150
metal layers:
metal,part of all wire,global-route usage
met1,0.39,0.0485
met2,0.49,0.0674
met3,0.087,0.0170
met4,0.026,0.0141
met5,0,0
flip-flops by register name (all words and copies together) (netlist names):
register,cells
opcode,1
enable,4
control2,3
ns,3
immediate,1
ps,3
control1,2
per-stage QoR:
stage	setup WS (ps)	std cells	util	hold WS, ps	total power, W
after floorplan	146	157	-	84.4	0.000227
after global placement	97.5	160	0.261	573	0.000157
after detailed placement	93.4	160	0.261	578	0.000156
after CTS	25.9	166	0.271	314	0.000301
after global routing	10.7	166	0.271	309	0.000323
final	79.5	166	0.271	319	0.000290
Power is estimated from default activity; no workload was simulated.
